File: constraint.sdc
current_design alu_core

set clk_period 1.0
set clk_io_pct 0.2

create_clock -name clk0 -period $clk_period [get_ports {clk}]

set non_clock_inputs [all_inputs -no_clocks]
set_input_delay [expr $clk_period * $clk_io_pct] -clock clk0 $non_clock_inputs
set_output_delay [expr $clk_period * $clk_io_pct] -clock clk0 [all_outputs]
File: run.sh
#!/bin/bash
# OpenROAD 26Q1-2900-gdf79404cd8, Yosys 0.63+post, stock flow scripts
make -C /OpenROAD-flow-scripts/flow DESIGN_CONFIG=/design/flow/config.mk WORK_HOME=/design/flow/orfs finish
File: design.v
`default_nettype none  
module alu_core
#(
    parameter   I_BW        =               4                       , 
    parameter   D_BW        =               4                         
)
(
    input  wire                             clk                     , 
    input  wire                             rst_n                   , 
    input  wire                             i_en                    , 
    input  wire [   I_BW    -1:0]           i_cmd                   , 
    input  wire [   D_BW    -1:0]           i_da                    , 
    input  wire [   D_BW    -1:0]           i_db                    , 
    output reg                              o_en                    , 
    output reg                              o_of                    , 
    output reg                              o_ofb                   , 
    output reg  [   D_BW    -1:0]           o_dat                     
);
localparam  CMD_ADD     =   0        ;
localparam  CMD_SUB     =   1        ;
localparam  CMD_MUXA    =   2        ;
localparam  CMD_MUXB    =   3        ;
localparam  CMD_MUXIA   =   4        ;
localparam  CMD_MUXIB   =   5        ;
localparam  CMD_AND     =   6        ;
localparam  CMD_OR      =   7        ;
localparam  CMD_XOR     =   8        ;
wire                        r_overflow                      ; 
wire [  D_BW+1  -1:0]       r_add_5b                        ; 
wire [  D_BW    -1:0]       r_add                           ; 
wire                        r_underflow                     ; 
wire [  D_BW    -1:0]       r_sub                           ; 
wire [  D_BW    -1:0]       r_not_da                        ; 
wire [  D_BW    -1:0]       r_not_db                        ; 
wire [  D_BW    -1:0]       r_and                           ; 
wire [  D_BW    -1:0]       r_or                            ; 
wire [  D_BW    -1:0]       r_xor                           ; 
assign r_add_5b         = i_da + i_db;
assign r_overflow       = r_add_5b[D_BW];
assign r_add            = (r_overflow) ? 4'b1111 : r_add_5b[0 +: D_BW];
assign r_underflow      = ( i_da < i_db ) ? 1'b1 : 1'b0;
assign r_sub            = ( r_underflow ) ? (i_db - i_da) : (i_da - i_db);
assign r_not_da = ~ i_da ;
assign r_not_db = ~ i_db ;
assign r_and = i_da & i_db ;
assign r_or  = i_da | i_db ;
assign r_xor = i_da ^ i_db ;
always @(posedge clk or negedge rst_n)
begin :p_aluout
    if(~rst_n) begin
        o_en    <= 1'b0;
        o_of    <= 1'b0;
        o_ofb   <= 1'b0;
        o_dat   <= {D_BW{1'b0}};
    end  
    else begin
        o_en    <= i_en;
        o_of    <= ( (i_en == 1'b1) && (i_cmd <  4'd2) ) ? (r_underflow |  r_overflow) : 1'b0 ;
        o_ofb   <= ( (i_en == 1'b1) && (i_cmd == 4'd1) ) ? (r_underflow              ) : 1'b0 ;
        if(i_en) begin
            case(i_cmd)
            CMD_ADD     : begin o_dat <=  r_add ;   end 
            CMD_SUB     : begin o_dat <=  r_sub ;   end
            CMD_MUXA    : begin o_dat <=  i_da  ;   end
            CMD_MUXB    : begin o_dat <=  i_db  ;   end 
            CMD_MUXIA   : begin o_dat <= ~i_da  ;   end 
            CMD_MUXIB   : begin o_dat <= ~i_db  ;   end
            CMD_AND     : begin o_dat <=  r_and ;   end
            CMD_OR      : begin o_dat <=  r_or  ;   end
            CMD_XOR     : begin o_dat <=  r_xor ;   end
            default     : begin o_dat <= {D_BW{1'b0}};end
            endcase
        end
    end  
end  
endmodule
`resetall  
//synopsys translate_off
module tb_alu_core;
reg                         clk                             ; 
reg                         rst_n                           ; 
reg                         apb_clk                         ; 
reg                         rst_apb_n                       ; 
initial begin:p_sys_clk_gen
    clk     =   1'b1;
    while (1) begin #2  clk = ~clk; end
end  
initial begin:p_apb_clk_gen
    apb_clk =   1'b1;
    while (1) begin #3 apb_clk = ~apb_clk; end
end  
initial begin:p_sys_rst_gen
    rst_n   =   1'b0;
    repeat(1000) @(posedge clk);
    rst_n   =   1'b1;
end  
initial begin:p_apb_rst_n
    rst_apb_n   =   1'b0;
    repeat(800) @(posedge apb_clk);
    rst_apb_n   =   1'b1;
end  
reg                         init                            ;
reg                         start                           ;
initial begin:p_init_gen
    init    =   1'b0;
    repeat(1000) @(posedge clk);
    init    =   1'b1;
    repeat(5   ) @(posedge clk);
    init    =   1'b0;
end  
initial begin:p_start_gen
    start   =   1'b0;
    repeat(1010) @(posedge clk);
    start   =   1'b1;
    repeat(1   ) @(posedge clk);
    start   =   1'b0;
end  
localparam  D_BW    =   8   ;
localparam  I_BW    =   4   ;
reg                  i_en        ;
reg  [I_BW   -1:0]   i_cmd       ;
reg  [D_BW   -1:0]   i_da        ;
reg  [D_BW   -1:0]   i_db        ;
wire                 o_en        ;
wire                 o_of        ;
wire                 o_ofb       ;
wire [D_BW   -1:0]   o_dat       ;
always @(posedge clk or negedge rst_n)
begin :p_data_rand_gen
    if(~rst_n) begin
        i_en  <= 1'b0;
        i_cmd <= 4'b0;
        i_da  <= {D_BW{1'b0}};
        i_db  <= {D_BW{1'b0}};
    end  
    else begin
        if($random % 2 == 0) begin
            i_en  <= 1'b1;
            i_cmd <= $random % 9;
            i_da  <= $random;
            i_db  <= $random;
        end
        else begin
            i_en  <= 1'b0;
        end
    end  
end  
alu_core #(.D_BW(D_BW), .I_BW(I_BW)) DUT
( 
.clk        (clk                ),
.rst_n      (rst_n              ),
.i_en       (i_en               ),
.i_cmd      (i_cmd              ),
.i_da       (i_da               ),
.i_db       (i_db               ),
.o_en       (o_en               ),
.o_of       (o_of               ),
.o_ofb      (o_ofb              ),
.o_dat      (o_dat              ) 
); 
endmodule
//synopsys translate_on
File: config.mk
export PLATFORM = sky130hd
export DESIGN_NAME = alu_core
export DESIGN_NICKNAME = alu_core
export VERILOG_FILES = /design/flow/design.v
export SDC_FILE = /design/flow/constraint.sdc
export NUM_CORES = 4
export LEC_CHECK = 1
export CORE_AREA = 10 10 77 77
export DIE_AREA = 0 0 87 87
==> deck_impl_summary.md <==
Key Metrics from the Run

Floorplanning
  • Core region area: about 4400 sq um
  • # IOs: 22
  • Die area: around 7600 sq um
  • Fp_density: about a quarter
  • Die outline width: around 87 microns
  • Die Y: approximately 87 microns
  • Standard-cell rows: 24

Timing
  • Final hold vios: 0
  • Tcrit/Tclk final: 189%
  • Final clock skew: 0 ns
  • Post-route setup slack: -0.886 ns
  • Final number of setup-violating endpoints: 7
  • Setup repair after global routing missed its margin: yes
  • Max Slew Vio Count: 0
  • Min cycle time layout: ~1.9 ns
  • Pin slew with the least headroom to its limit: a little over 0.6 ns
  • Slew margin rel.: slightly below 60%
  • Setup Total Neg Slack: -4.45 ns
  • Max Clock Freq: 530 MHz

Worst setup path
  • Largest driver fanout on the critical path: 2
  • Endpoint required time on the critical path: roughly 1.1 ns
  • Critical Path Source Type: input pin
  • CP Data Arrival Time: between 1.5 and 2 ns
  • Kind of end point of the critical path: flop
  • Setup CP Type: in -> reg

Clocking
  • Number of H-tree levels: 1
  • Largest buffer count on any clock path: 2
  • Number of buffers inserted during clock tree synthesis: 3
  • Insertion Delay late pin: approximately 0.22 ns
  • Clock tree root buffer cell: sky130_fd_sc_hd__clkbuf_8
  • CTS tree: done
  • Clock slew seen by the registers of the worst setup and hold paths: around 0.040 ns
  • Post-cts hold buffer count: 0
  • Count of clock tree sinks: 7

Global routing
  • Congestion Overflow GR: 0
  • Initial antenna violation count: 0
  • Number of global-route vias before repair: 1288
  • Global-route wire length before repair: between 5000 and 6000 microns
  • Maximum number of pins on one net before global-route repair: 17
  • Tot GR Track Use: 9.38%

Logic synthesis
  • Post-synth tally of flip-flops with integrated enable: 0
  • Post-synth area from yosys stat: about 1100 sq um
  • Unique cell types: ~45
  • Syn Std Cell Area: roughly 1100 sq um
  • Sequential element share of the synthesized area: 16.0%
  • Leading post-synthesis cells by cell area: sky130_fd_sc_hd__ha_1 (17%), sky130_fd_sc_hd__dfrtp_1 (16%), sky130_fd_sc_hd__fa_1 (5.5%)
  • Cell type contributing the most total cell area after synthesis: sky130_fd_sc_hd__ha_1
  • Dominant Register Cell: sky130_fd_sc_hd__dfrtp_1
  • Count of yosys warnings during synthesis: 2
  • Yosys stat cell total: roughly 130
  • Top cell area share: between 10% and 20%
  • Post-synth ARST share: 100%
  • Cell count after synthesis: ~130
  • Most frequent cells after synthesis: sky130_fd_sc_hd__ha_1 (15), sky130_fd_sc_hd__inv_1 (15), sky130_fd_sc_hd__nand2_1 (11), sky130_fd_sc_hd__nor2_1 (10), sky130_fd_sc_hd__dfrtp_1 (7)
  • Number of synthesized register bits: 7
  • Post-Syn Area per Cell: between 8 and 9 sq um

Job
  • Maxcap violations: 0
  • Number of warnings in the stage logs: 39

Pwr
  • Leakage Power: approximately 0.9 nW
  • PD cells: around 760 nW/um^2
  • VDD IR max: 0.000427 V

Detailed routing
  • Routed vias: approximately 1.2k
  • Vias per Instance: 4.70
  • DRC violation count after routing: 0
  • DRC violation total after the first TritonRoute iteration: 42
  • Iteration tally of the first detailed-router pass: 4
  • Remaining antenna violation count after routing: 0
  • Diodes inserted: 0
  • Final routed wirelength across all metal layers: around 3500 microns
  • Wire length per cell: ~13 microns

Layout
  • Share of layout cells above drive strength 1: between 40% and 50%
  • Post-synthesis to final-layout area growth: 79.2%
  • Count of non-filler cells in the finished layout: 257
  • Number of filler cells placed in the layout: between 400 and 500

Placement
  • Worst slack at placement: -1.58 ns
  • Cell count after placement: around 250
  • Buffers on Ports: 21
  • Post-detail-place hpwl: ~2800 microns
  • Final estimated routing congestion in global placement: 0.984

Outcome
  • Violations in the final reports: setup timing
  • Status: finished with violations

Hold path
  • Hold crit path type: in -> async
[final timing paths]
check                           slack [ns]  cells after the start                   end            startpoint
max in group asynchronous             0.51                      1  o_dat[1]$_DFFE_PN0P_                 rst_n
worst min-delay path                  0.24                      1       o_ofb$_DFF_PN0_                 rst_n
worst max-delay path                 -0.89                     11  o_dat[3]$_DFFE_PN0P_               i_da[0]
worst max register to register       -0.29                      4  o_dat[3]$_DFFE_PN0P_  o_dat[3]$_DFFE_PN0P_
worst min register to register        0.50                      2  o_dat[0]$_DFFE_PN0P_  o_dat[0]$_DFFE_PN0P_
min in group clk0                     0.50                      2  o_dat[0]$_DFFE_PN0P_  o_dat[0]$_DFFE_PN0P_
[metal layers]
layer | wire [microns] | track usage (%) | up-vias
met3 | 193 | 1.98 | 0
met2 | 1650 | 15.6 | 25
met4 | 0 | 0.884 | 0
met1 | 1630 | 12.6 | 566
met5 | 0 | 0 | -
li1 | - | - | 616
[final cells by class]
class / instances / area [sq um] / area share, %
sequential: 7 / 175 / 8.92
clock buffer: 4 / 45.0 / 2.29
multi-input combinational: 104 / 966 / 49.2
tap: 52 / 65.1 / 3.31
inverter: 15 / 72.6 / 3.69
timing repair buffer: 75 / 641 / 32.6
[registers in the layout, summed over array words and instances (netlist names)]
signal / count
o_en: 1
o_of: 1
o_dat: 4
o_ofb: 1
[cells by family (layout without fill, tap and decap cells)]
family,count (synthesis),after routing,synth area share [%]
and+or+nand+nor,44,44,21.3
AOI/OAI and AO/OA,34,34,22.9
buffers and inverters,20,94,8.22
adders and majority gates,18,18,22.6
muxes,8,8,8.90
DFF,7,7,16.0
[critical path: stages]
cell	delay (ns)
sky130_fd_sc_hd__buf_12	0.11
sky130_fd_sc_hd__inv_12	0.04
sky130_fd_sc_hd__ha_4	0.12
sky130_fd_sc_hd__inv_2	0.03
sky130_fd_sc_hd__fa_2	0.33
sky130_fd_sc_hd__nor3b_4	0.16
sky130_fd_sc_hd__nor3_2	0.25
sky130_fd_sc_hd__buf_4	0.17
sky130_fd_sc_hd__mux2i_1	0.20
sky130_fd_sc_hd__mux2i_1	0.09
sky130_fd_sc_hd__o32a_1	0.28
[power by group]
| part | switching (mW) | internal, mW |
|---|---|---|
| sequential | 0.00928 | 0.303 |
| combinational | 0.349 | 0.449 |
| clock | 0.116 | 0.275 |
| total | 0.474 | 1.03 |
[layout by cell type, fill, tap and decap left out, types with 2 or more instances in the layout]
| cell type | netlist | routed |
|---|---|---|
| sky130_fd_sc_hd__a21oi_1 | 6 | 5 |
| sky130_fd_sc_hd__a31oi_1 | 6 | 5 |
| sky130_fd_sc_hd__buf_12 | 0 | 3 |
| sky130_fd_sc_hd__buf_2 | 3 | 3 |
| sky130_fd_sc_hd__buf_4 | 1 | 49 |
| sky130_fd_sc_hd__buf_6 | 1 | 4 |
| sky130_fd_sc_hd__clkbuf_2 | 0 | 2 |
| sky130_fd_sc_hd__clkbuf_8 | 0 | 3 |
| sky130_fd_sc_hd__clkdlybuf4s15_1 | 0 | 4 |
| sky130_fd_sc_hd__clkdlybuf4s50_1 | 0 | 6 |
| sky130_fd_sc_hd__dfrtp_1 | 7 | 7 |
| sky130_fd_sc_hd__dlygate4sd2_1 | 0 | 2 |
| sky130_fd_sc_hd__dlymetal6s2s_1 | 0 | 2 |
| sky130_fd_sc_hd__fa_2 | 0 | 2 |
| sky130_fd_sc_hd__ha_1 | 15 | 10 |
| sky130_fd_sc_hd__ha_4 | 0 | 5 |
| sky130_fd_sc_hd__inv_1 | 15 | 6 |
| sky130_fd_sc_hd__inv_2 | 0 | 7 |
| sky130_fd_sc_hd__mux2i_1 | 6 | 5 |
| sky130_fd_sc_hd__nand2_1 | 11 | 10 |
| sky130_fd_sc_hd__nand2b_1 | 4 | 4 |
| sky130_fd_sc_hd__nor2_1 | 10 | 9 |
| sky130_fd_sc_hd__nor2b_1 | 5 | 4 |
| sky130_fd_sc_hd__nor2b_2 | 1 | 2 |
| sky130_fd_sc_hd__nor3_1 | 3 | 2 |
| sky130_fd_sc_hd__nor3_2 | 1 | 2 |
| sky130_fd_sc_hd__o2111ai_1 | 2 | 2 |
| sky130_fd_sc_hd__o21ai_1 | 1 | 2 |
| sky130_fd_sc_hd__o21bai_1 | 3 | 3 |
| sky130_fd_sc_hd__o32a_1 | 2 | 2 |
[metrics by stage]
stage / cell area (sq um) / power, mW / hold slack, ns / utilization, %
2_1_floorplan: 1160 / 0.649 / -0.0956 / -
3_3_place_gp: 1770 / 1.02 / 0.488 / 40.7
3_5_place_dp: 1770 / 1.02 / 0.489 / 40.7
4_1_cts: 1920 / 1.47 / 0.248 / 44.1
5_1_grt: 1960 / 1.62 / 0.253 / 45.1
6_report: 1960 / 1.50 / 0.243 / 45.1
[what timing repair did]
action	in CTS	in global routing
setup buffers	7	2
pin swaps	9	8
resized	45	19
endpoints found under the setup margin	13	9
hold endpoints to repair	0	0
No activity file was given, so power comes from the tool's default toggle rates.
